### flow/design.v
`timescale 1ns / 1ps
module prime_num_check(
    input start,
    input test,
    input clk,
    input [9:0] num,
    output reg DONE,
    output reg PRIME    );
    reg  LD1; 
    reg  LD2; 
    reg  LD3; 
    reg  LT; 
    reg  EQ; 
    reg  GT; 
    reg  UP; 
    reg  CLR; 
    reg [9:0] val; 
    reg [9:0] i_cnt; 
    reg [10:0] rca_result; 
    reg [10:0] accum_result; 
    reg [9:0] cnt; 
    reg s_clk; 
    reg  QUIT; 
    reg  q_nprime;
    reg [1:0] NS, PS; 
	parameter [1:0] st_nPR=2'b00, st_PR=2'b01, st_work=2'b11; 
    parameter n = 3; 
    reg [n:0] count = 0; 
    always@(posedge clk) 
    begin 
        count <= count + 1; 
    end 
    always @ (*)
    begin
       if (test == 1)
          s_clk = clk; 
       else
          s_clk = count[n]; 
    end
    always @(posedge s_clk)
    begin 
        if (LD2 == 1)    
           cnt <= 10'd2; 
        else if (UP == 1)    
           cnt <= cnt + 1;  
    end           
    always @(posedge CLR, posedge s_clk)
    begin 
        if (CLR == 1)        
           i_cnt <= 0;
        else
           i_cnt <= i_cnt + 1;  
    end  
    always @(posedge s_clk)
    begin 
       if (LD1 == 1)    
          val <= num; 
    end
    always @(posedge s_clk)
    begin 
       if (CLR == 1)       
          accum_result <= 0;
       else if (LD3 == 1)    
          accum_result <= rca_result; 
    end                            
    always @ (*)
    begin
       rca_result = {1'b0,cnt} + accum_result;    
    end
    always @ (*)
    begin    
       EQ = 0; LT = 0;  GT = 0;   
       if (accum_result == {1'b0,val})
          EQ = 1;  
       else if (accum_result > {1'b0,val})   
          GT = 1; 
       else  
          LT = 1;  ; 
    end          
  always @ (*)
  begin
     q_nprime = 1'b0;   QUIT = 1'b0;
     if (cnt > val)     
        q_nprime = 1'b1; 
     else if ((cnt == val) && (i_cnt == 10'd0) )
        QUIT = 1'b1; 
     else if ( (cnt > 10'd3) && (cnt > val/2) )
        QUIT = 1'b1;         
  end  
	always @ (posedge s_clk)
          PS <= NS; 
    always @ (start,LT,GT,EQ,QUIT,PS)
    begin
       LD1=0; LD2=0; LD3=0; UP=0; DONE=0; PRIME=0; CLR=0; 
       case(PS)
          st_nPR:
          begin
             PRIME=0; DONE=1; LD3=0;         
             if (start == 1)
             begin
                NS = st_work; 
                LD1=1; LD2=1; CLR=1;   
             end  
             else 
                NS = st_nPR;
          end 
          st_PR:
          begin
             PRIME=1; DONE=1; LD3=0;         
             if (start == 1)
             begin
                LD1=1; LD2=1; CLR=1;   
                NS = st_work; 
             end  
             else 
                NS = st_PR;
          end
          st_work:
          begin
             LD1=0; LD2=0; LD3=0;  
             if (q_nprime == 1'b1)
                NS = st_nPR; 
             else if (QUIT == 1)
                NS = st_PR; 
             else if (EQ == 1)
                NS = st_nPR; 
             else if (GT == 1)
             begin   
                UP=1; CLR=1; 
                NS = st_work; 
             end
             else if (LT == 1)
             begin
                LD3=1; UP=0;
                NS = st_work; 
             end 
             else
               NS = st_nPR;
             end
          default: 
             NS = st_nPR;
          endcase
      end
endmodule
### flow/run.sh
#!/bin/bash
# OpenROAD 26Q1-2900-gdf79404cd8, Yosys 0.63+post, stock flow scripts
make -C /OpenROAD-flow-scripts/flow DESIGN_CONFIG=/design/flow/config.mk WORK_HOME=/design/flow/orfs finish
### flow/config.mk
export PLATFORM = sky130hd
export DESIGN_NAME = prime_num_check
export DESIGN_NICKNAME = prime_num_check
export VERILOG_FILES = /design/flow/design.v
export SDC_FILE = /design/flow/constraint.sdc
export NUM_CORES = 4
export LEC_CHECK = 1
export CORE_UTILIZATION = 50
### flow/constraint.sdc
current_design prime_num_check

set clk_period 2.7
set clk_io_pct 0.2

create_clock -name clk0 -period $clk_period [get_ports {clk}]

set non_clock_inputs [all_inputs -no_clocks]
set_input_delay [expr $clk_period * $clk_io_pct] -clock clk0 $non_clock_inputs
set_output_delay [expr $clk_period * $clk_io_pct] -clock clk0 [all_outputs]
==> run notes <==
The synthesis and PnR run went through. In the hold timing report, the worst path depth is 1. The script computed a power per unit cell area of 421 nW/um^2. Global routing used 25.7% of the available tracks across all layers. Largest clock skew in the final design landed at 0.0102 ns.

Maximum number of pins on one net before global-route repair landed at 20. After technology mapping, the gate count stands at 316. Post-synthesis chip area from yosys landed at 2930 um^2. The worst setup path is launched from a register. Height of the die landed at 78.5 um.

Leakage power total landed at 0.00161 uW. Cell internal power was estimated by the tool at 1050 uW. Share of cells above drive strength 1 landed at 15.4%. The report lists the cells along the critical path as inv_2 > ha_1 > a21o_1 > a211oi_2 > o32ai_1 > o21bai_1 > or3_4 > or4_4 > a21oi_2. Number of maximum-capacitance constraint violations landed at 0. The worst register-to-register path depth is 9. Clock power share landed at 42.5%. Standard cell core area landed at 5570 um^2. The first global-routing pass estimated 11.6 mm of wire. In this run the VDD rail shows a maximum IR drop of 0.000553 V. The run finished with clean final reports. Net switching share of the total power landed at 29.4%. Port buffering added 14 buffers. Highest clock frequency the design can meet landed at 388 MHz. Number of global-route vias before repair landed at 2314.

Adding up every negative setup slack in the final design gives 0 ns. STA classifies the critical path endpoint as a register. Remaining max-slew budget at the tightest pin landed at 69.7%. The cell type that accounts for the most area after synthesis is sky130_fd_sc_hd__dfxtp_1. The final report lists the setup-violating endpoint count as 0. The switching component of the power was reported as 439 uW.

Required time of the critical path landed at 3.29 ns. Summed instance area of the synthesized netlist landed at 2930 um^2. Overall overflow remaining after global route landed at 0. Per the OpenROAD floorplan log, the width of the die is 78.5 um. Cells fill 63.7% of the core in the end. Routability-driven placement congestion ratio landed at 0.938.

The worst setup path is of the register to register kind. Counting both buffers and inverters, the worst setup path holds a total of 1. Transition time at the pin with the least slew margin landed at 0.450 ns. For this run, design rule violations remaining after detail routing come to 0. Once synthesis finished, the tally of register bits stood at 47. Final hold slack landed at 0.408 ns. The cell family contributing the most delay on the critical path is simple AND/OR/NAND/NOR gates. The main area contributors are sky130_fd_sc_hd__dfxtp_1 18%, sky130_fd_sc_hd__ha_1 18%, sky130_fd_sc_hd__edfxtp_1 10%, sky130_fd_sc_hd__dfrtp_1 8.5%, sky130_fd_sc_hd__a21oi_1 4.4%. Count of nets left with antenna violations after detail routing landed at 0. Number of distinct library cell variants in the gate-level netlist after synthesis landed at 48. TritonRoute output was used to compute an average wire per cell of 16.1 um. Registers are responsible for 31.3% of the overall power. The number of hold buffers added after CTS was 0. The routed design ends up with an antenna cell count of 0. Post-synthesis async set-or-reset flop share landed at 21.3%. Number of vias in the routed layout landed at 2419. Count of instantiated cells in the yosys netlist landed at 316. Number of placed I/O pins landed at 15. Among all flip-flop cells after synthesis, the most frequent one is sky130_fd_sc_hd__dfxtp_1. Detailed placement HPWL landed at 5.16 mm.

Site row count landed at 27. Clock latency on the worst-skew pair landed at 0.65 ns. Final count of hold timing violations landed at 0. Average footprint of a synthesized cell landed at 9.27 um^2.

Number of cells on the critical path landed at 9. After layout, the worst path uses 95.5% of the clock period. In this run the full chip footprint comes out at 6170 um^2. Layout overhead on the synthesized area landed at 21.2%. TritonCTS built the clock tree.

In the final report, the number of pins over their slew limit comes to 0. The worst path needs 2.58 ns of the cycle, external delays included. In this run, synthesis inferred 10 flip-flops with an integrated enable. Tally of filler cells in the layout landed at 476.

In the log, the iteration count for the first detailed-route pass is 6. Slack of the critical path landed at 0.120 ns. Arrival time at the worst endpoint landed at 3.17 ns.

Per the post-place timing report, worst setup slack is 0.0413 ns. Yosys synthesis warning count landed at 11. Of the total power, combinational logic draws 26.2%. The worst hold path belongs to the class register to register. Sequential cell area fraction in the yosys report landed at 37.3%.

Floorplan-stage core utilization landed at 52.5%. In the routed layout, each cell is associated on average with a via count of 5.65. For this block, the initial DRC count from the detailed router was 128. Number of antenna violations at the first check in global routing landed at 0. Total routed wirelength landed at 6.91 mm. Yosys reports that the leading cell type by area covers 18.5% of the netlist area. Largest stage delay on the critical path landed at 0.52 ns. Total tool warning count landed at 26. Along the worst path, the maximum fanout reaches 3. Setup repair after global routing left no endpoint under its margin.

The slowest stage of the critical path is the sky130_fd_sc_hd__or4_4 cell. Register clock-pin slew on the reported worst setup and hold paths landed at 0.09 ns.
==> cells in the mapped netlist, drive strengths merged (2+ instances only) <==
library cell,number
xnor2,12
a31o,5
mux2,2
clkbuf,4
o21a,3
or3,5
nor2,24
nor3,9
ha,43
nand2,26
a21o,3
a211oi,2
xor2,6
o211ai,3
nand4,4
edfxtp,10
o21ai,4
dfxtp,27
inv,23
mux2i,2
nand3,22
or4,3
nand2b,2
a211o,3
nor4,4
o31ai,2
a31oi,2
nor2b,3
o2111ai,2
buf,2
nand4b,3
dfrtp,10
or2,2
a21oi,26
==> flip-flops by register name, indices dropped and copies added (netlist names) <==
signal,cells
cnt,10
val,10
PS,2
count,4
accum_result,11
i_cnt,10
==> power by group through the flow <==
stage / registers [uW] / logic, uW / clock network, uW
CTS: 467 / 382 / 646
global route: 472 / 439 / 671
finish: 468 / 391 / 634
==> metal layers <==
metal | share of wire (%) | global-route usage (%) | vias up
li1 | - | - | 1224
met1 | 53 | 43.2 | 1129
met2 | 41 | 36.2 | 62
met3 | 5.4 | 5.19 | 4
met4 | 0.85 | 2.78 | 0
met5 | 0 | 0 | -
==> metrics by stage <==
step	instances	cell area [um^2]	power, uW
floorplan	316	2930	766
global placement	411	3250	911
detailed placement	411	3250	910
CTS	428	3500	1500
global route	428	3550	1580
finish	428	3550	1490
==> layout by cell type (no fill, tap or decap), types with 5 or more instances in the layout <==
master / netlist / routed
sky130_fd_sc_hd__ha_1: 43 / 41
sky130_fd_sc_hd__nand2_1: 26 / 26
sky130_fd_sc_hd__a21oi_1: 26 / 25
sky130_fd_sc_hd__dfxtp_1: 27 / 24
sky130_fd_sc_hd__nor2_1: 24 / 24
sky130_fd_sc_hd__nand3_1: 22 / 22
sky130_fd_sc_hd__inv_1: 23 / 20
sky130_fd_sc_hd__buf_4: 0 / 15
sky130_fd_sc_hd__clkbuf_8: 0 / 14
sky130_fd_sc_hd__clkdlybuf4s50_1: 0 / 14
sky130_fd_sc_hd__xnor2_1: 12 / 12
sky130_fd_sc_hd__dfrtp_1: 10 / 10
sky130_fd_sc_hd__edfxtp_1: 10 / 10
sky130_fd_sc_hd__nor3_1: 9 / 7
sky130_fd_sc_hd__xor2_1: 6 / 6
sky130_fd_sc_hd__a31o_2: 5 / 5
==> cell type report <==
| class | instances | area, um^2 | share of cell area [%] |
|---|---|---|---|
| well taps | 72 | 90.1 | 2.54 |
| inverters | 23 | 86.3 | 2.43 |
| flip-flops and latches | 47 | 1090 | 30.9 |
| clock buffers | 17 | 246 | 6.95 |
| repair buffers | 29 | 253 | 7.12 |
| multi-input cells | 240 | 1780 | 50.1 |
==> worst reg2reg max path, cell delays in order (launching register included) <==
cell,delay (ns)
sky130_fd_sc_hd__edfxtp_1,0.38
sky130_fd_sc_hd__inv_2,0.10
sky130_fd_sc_hd__ha_1,0.24
sky130_fd_sc_hd__a21o_1,0.20
sky130_fd_sc_hd__a211oi_2,0.25
sky130_fd_sc_hd__o32ai_1,0.12
sky130_fd_sc_hd__o21bai_1,0.19
sky130_fd_sc_hd__or3_4,0.40
sky130_fd_sc_hd__or4_4,0.52
sky130_fd_sc_hd__a21oi_2,0.13
==> worst paths after layout <==
check                         start       end  slack [ns]
max                          val[8]    cnt[7]        0.12
min                        count[0]  count[0]        0.41
max reg2reg                  val[8]    cnt[7]        0.12
min reg2reg                count[0]  count[0]        0.41
max in group asynchronous    cnt[1]  i_cnt[7]        0.57
min in group asynchronous     start  i_cnt[1]        0.90
==> kinds of logic after synthesis <==
kind of cell	after synthesis	share of synthesized area [%]
AND/OR/NAND/NOR	112	19.0
AND-OR/OR-AND	62	14.0
adder cells (fa/ha/maj)	44	19.1
multiplexers	4	1.45
buffers and inverters	29	3.80
XOR/XNOR	18	5.38
flip-flops	47	37.3
==> timing repair <==
action / in CTS / in global routing
buffers inserted: 0 / 0
endpoints found under the setup margin: 1 / 4
pin swaps: 0 / 4
cloned: 0 / 0
resized: 1 / 13
Power figures rest on the tool's default switching activity, not on a simulated workload.
