--- /design/flow/run.sh ---
#!/bin/bash
# OpenROAD 26Q1-2900-gdf79404cd8, Yosys 0.63+post, stock flow scripts
make -C /OpenROAD-flow-scripts/flow DESIGN_CONFIG=/design/flow/config.mk WORK_HOME=/design/flow/orfs finish
--- /design/flow/config.mk ---
export PLATFORM = sky130hd
export DESIGN_NAME = ram_single_port
export DESIGN_NICKNAME = ram_single_port
export VERILOG_FILES = /design/flow/design.v
export SDC_FILE = /design/flow/constraint.sdc
export NUM_CORES = 4
export LEC_CHECK = 1
export CORE_UTILIZATION = 30
--- /design/flow/constraint.sdc ---
current_design ram_single_port

set clk_period 15.2
set clk_io_pct 0.2

create_clock -name clk0 -period $clk_period [get_ports {clk}]

set non_clock_inputs [all_inputs -no_clocks]
set_input_delay [expr $clk_period * $clk_io_pct] -clock clk0 $non_clock_inputs
set_output_delay [expr $clk_period * $clk_io_pct] -clock clk0 [all_outputs]
--- /design/flow/design.v ---
`timescale 1ns / 1ps
`default_nettype none
module ram_single_port 
   #(parameter n = 6,
     parameter m = 8) (
	input wire [m-1:0] data_in,
	input wire [n-1:0] addr,
	input wire we, 
	input wire clk,
	output wire [m-1:0] data_out  );
	reg [m-1:0] memory[2**n-1:0];
	always @ (posedge clk)
	begin
		if (we)
			memory[addr] <= data_in;
	end
	assign data_out = memory[addr];
endmodule
`default_nettype wire
==> results.json <==
{
  "fp.dieH_microns": 262.1,
  "hold_depth": 1,
  "slowest_stage": "buf_4",
  "max_cap_violations": 0,
  "lay_top_count": "edfxtp_1",
  "core_area_sq_um": 66330,
  "setup_viol": 0,
  "dieArea_sq_um": 68680,
  "worst-path-max-fanout": 55,
  "slew_headroom_pct": 27.25,
  "crit_top_cell": "buf_4",
  "syn_area_per_cell_sq_um": 17.45,
  "cts.htree.levels": 2,
  "grt_overflow": 0,
  "ctsResizeCount": 0,
  "hold_class": "input pin to flip-flop",
  "syn_to_final_growth_pct": 14.15,
  "powerDensity_nw_per_um2": 131.5,
  "final_cell_mix": "512 x edfxtp_1, 81 x nor2_1, 63 x mux2i_1, 53 x clkbuf_16, 45 x nand2_1",
  "fin_crit_sh_pct": 67.17,
  "clock-sinks": 512,
  "hold_buffers": 0,
  "period_needed_ns": 10.21,
  "finalMaxSlewViolations": 0,
  "reg_top3": "memory: 512 flops",
  "critPathLaunchType": "input pin",
  "setup_slack_ns": 4.989,
  "ys_warn_count": 1,
  "synth_cells": 1163,
  "yosysChipArea_sq_um": 20290,
  "status": "completed",
  "fp_util_pct": 30.59,
  "antenna_found_initial": 0,
  "vias": 11090,
  "first_iter_violations": 929,
  "total_power_mw": 3.045,
  "worst_ir_drop_vdd_v": 0.00008937,
  "instances_no_fill": 2094,
  "criticalPathCategory": "input pin to output pin",
  "wl_per_cell_microns": 25.39,
  "synth-edff-count": 512,
  "critPathMaxStageDelay_ns": 0.61,
  "grt_pass1_vias": 11770,
  "power.leakage_nw": 7.239,
  "ys_ff": 512,
  "cp_cell_sequence": "buf_4 -> buf_4 -> buf_4 -> inv_1 -> mux2i_1 -> o22a_1 -> o311ai_0 -> or4_1 -> clkdlybuf4s50_1",
  "drive_gt1_share_pct": 14.15,
  "root_buffer": "clkbuf_16",
  "grt.total_usage_pct": 16.81,
  "rows": 94,
  "first_pass_iters": 5,
  "routed_wirelength_mm": 53.17,
  "viasPerCell": 5.295,
  "yosys-stat-cells": 1163,
  "cts.clk_slew.worst_paths_ns": 0.06,
  "postSynthSeqShare_pct": 75.78,
  "largest_reg_flops": 512,
  "hold_viol": 0,
  "drc": 0,
  "async_flop_share_pct": 0,
  "cts_buffers": 52,
  "syn-cell-area_sq_um": 20290,
  "ios": 24,
  "grt_max_degree": 70,
  "antenna-diode-count": 0,
  "postCtsSetupRepairBufs": 0,
  "final_antenna_net_count": 0,
  "die_x_microns": 262.1,
  "hold_start": "data_in[0]",
  "clock_path_buffers": 3,
  "crit_arrival_ns": 7.17,
  "finalSetupTns_ns": 0,
  "synth_cell_types": 55,
  "cts_tree": "built",
  "dp.cells": 2001,
  "grt_pass1_wl_mm": 78.56,
  "largest_register": "memory",
  "synth-main-ff-cell": "edfxtp_1",
  "place_ws_ns": 4.980,
  "required_ns": 12.16,
  "gp_congestion": 0.9477,
  "worst_slew_pin_slew_ns": 1.087,
  "max_freq_mhz": 97.94,
  "hpwl_mm": 32.62,
  "portBuffers": 23,
  "rsz0062_at_grt": "false",
  "crit_path_end_kind": "output pin",
  "holdWs_ns": 2.762,
  "log.warning_count": 25,
  "holdPathEnd": "memory[21][0]$_DFFE_PP_"
}
[area by class of cell]
type / instances / area [sq um]
sequential: 512 / 15370
fill: 6113 / 43170
inverter: 3 / 11.26
clock inverter: 32 / 397.9
timing repair buffer: 55 / 426.7
multi-input combinational: 567 / 4512
tap: 864 / 1081
clock buffer: 61 / 1356
[worst max-delay path by stage]
stage / startpoint / to / slack (ns) / cells past startpoint
6_report: addr[1] / data_out[1] / 4.99 / 9
4_1_cts: addr[1] / data_out[7] / 4.99 / 10
5_1_grt: addr[1] / data_out[7] / 4.66 / 10
[cell usage after synthesis (8+ instances only)]
cell type / n / share of area (%)
clkbuf_1: 36 / 0.67
a22o_1: 10 / 0.43
and2_1: 9 / 0.28
mux2i_1: 63 / 3.1
o22a_1: 11 / 0.47
o221ai_1: 9 / 0.39
nor2b_1: 8 / 0.25
a22oi_1: 40 / 1.5
nor2_1: 82 / 1.5
buf_2: 30 / 0.74
edfxtp_1: 512 / 76
a31oi_1: 15 / 0.46
nand2b_1: 24 / 0.74
and3_1: 9 / 0.28
o22ai_1: 22 / 0.68
mux4_2: 41 / 4.6
a21oi_1: 28 / 0.69
nand2_1: 45 / 0.83
o21ai_0: 9 / 0.22
a221o_1: 11 / 0.54
a221oi_1: 21 / 0.91
nand3_1: 8 / 0.20
nand3b_1: 12 / 0.44
[critical path: cells and delay by family]
kind	cells	cell delay, ns
and+or+nand+nor	1	0.57
AOI/OAI and AO/OA	2	0.45
buffers and inverters	5	2.51
muxes	1	0.51
[stage by stage]
stage	area, sq um	utilization [%]
floorplan	20290	-
global placement	21410	32.27
detailed placement	21410	32.27
CTS	23160	34.91
global route	23160	34.91
finish	23160	34.91
[cell families (layout without fill, tap and decap cells)]
kind of cell,count (synthesis),after routing,synth area share (%)
flops,512,512,75.78
mux,116,116,8.325
compound gates,222,222,8.140
buf+inv,84,151,1.998
simple gates,229,229,5.760
[layer usage]
layer / share of wire, % / vias up / global-route usage, %
met3: 14 / 84 / 11.15
met1: 36 / 5600 / 19.71
met5: 0 / - / 0
met4: 2.4 / 0 / 3.420
li1: - / 4785 / -
met2: 48 / 619 / 26.25
[power by group]
group          switching (mW)  internal, mW
clock                   0.526         0.790
combinational           0.111        0.0523
sequential            0.00212          1.56
